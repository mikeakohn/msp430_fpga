`design/flow/config.mk`:
```
export PLATFORM = sky130hd
export DESIGN_NAME = peripherals
export DESIGN_NICKNAME = peripherals
export VERILOG_FILES = /design/flow/design.v
export SDC_FILE = /design/flow/constraint.sdc
export NUM_CORES = 4
export LEC_CHECK = 1
export CORE_UTILIZATION = 30
```
`design/flow/constraint.sdc`:
```
current_design peripherals

set clk_period 4.0
set clk_io_pct 0.2

create_clock -name clk0 -period $clk_period [get_ports {raw_clk}]

set non_clock_inputs [all_inputs -no_clocks]
set_input_delay [expr $clk_period * $clk_io_pct] -clock clk0 $non_clock_inputs
set_output_delay [expr $clk_period * $clk_io_pct] -clock clk0 [all_outputs]
```
`design/flow/design.v`:
```
module peripherals
(
  input enable,
  input [7:0] address,
  input [15:0] data_in,
  output reg [15:0] data_out,
  input  write_enable,
  input  clk,
  input  raw_clk,
  output speaker_p,
  output speaker_m,
  output ioport_0,
  output ioport_1,
  output ioport_2,
  output ioport_3,
  input  button_0,
  input  reset,
  output spi_clk,
  output spi_mosi,
  input  spi_miso
);
reg [15:0] speaker_value_high;
reg [15:0] speaker_value_curr;
reg [7:0]  buttons;
reg speaker_toggle;
reg speaker_value_p;
reg speaker_value_m;
assign speaker_p = speaker_value_p;
assign speaker_m = speaker_value_m;
reg [7:0] ioport_a = 0;
assign ioport_0 = ioport_a[0];
reg [7:0] ioport_b = 0;  
assign ioport_1 = ioport_b[0];
assign ioport_2 = ioport_b[1];
assign ioport_3 = ioport_b[2];
wire [7:0] spi_rx_buffer;
reg  [15:0] spi_tx_buffer;
wire spi_busy;
reg spi_start;
reg spi_width_16;
always @(button_0) begin
  buttons = { 7'b0, ~button_0 };
end
always @(posedge raw_clk) begin
  if (speaker_value_high == 16'b0) begin
    speaker_value_curr <= 0;
    speaker_value_p <= 0;
    speaker_value_m <= 0;
  end else begin
    speaker_value_curr <= speaker_value_curr + 1'b1;
    if (speaker_value_curr == speaker_value_high) begin
      speaker_value_curr <= 0;
      speaker_toggle <= ~speaker_toggle;
      speaker_value_p <= speaker_toggle;
      speaker_value_m <= ~speaker_toggle;
    end
  end
end
always @(posedge raw_clk) begin
  if (reset) speaker_value_high <= 0;
  if (write_enable) begin
    case (address[7:1])
      5'h1: spi_tx_buffer <= data_in;
      5'h3:
        begin
          if (data_in[1] == 1) spi_start <= 1;
          spi_width_16 <= data_in[2];
        end
      5'h8: ioport_a <= data_in;
      5'h9:
        begin
          case (data_in[7:0])
            60: speaker_value_high <= 45866;  
            61: speaker_value_high <= 43293;  
            62: speaker_value_high <= 40863;  
            63: speaker_value_high <= 38569;  
            64: speaker_value_high <= 36404;  
            65: speaker_value_high <= 34361;  
            66: speaker_value_high <= 32433;  
            67: speaker_value_high <= 30612;  
            68: speaker_value_high <= 28894;  
            69: speaker_value_high <= 27272;  
            70: speaker_value_high <= 25742;  
            71: speaker_value_high <= 24297;  
            72: speaker_value_high <= 22933;  
            73: speaker_value_high <= 21646;  
            74: speaker_value_high <= 20431;  
            75: speaker_value_high <= 19284;  
            76: speaker_value_high <= 18202;  
            77: speaker_value_high <= 17180;  
            78: speaker_value_high <= 16216;  
            79: speaker_value_high <= 15306;  
            80: speaker_value_high <= 14447;  
            81: speaker_value_high <= 13636;  
            82: speaker_value_high <= 12870;  
            83: speaker_value_high <= 12148;  
            84: speaker_value_high <= 11466;  
            85: speaker_value_high <= 10823;  
            86: speaker_value_high <= 10215;  
            87: speaker_value_high <= 9642;   
            88: speaker_value_high <= 9101;   
            89: speaker_value_high <= 8590;   
            90: speaker_value_high <= 8108;   
            91: speaker_value_high <= 7653;   
            92: speaker_value_high <= 7223;   
            93: speaker_value_high <= 6818;   
            94: speaker_value_high <= 6435;   
            95: speaker_value_high <= 6074;   
            96: speaker_value_high <= 5733;   
            default: speaker_value_high <= 0;
          endcase
        end
      5'ha: ioport_b <= data_in;
    endcase
  end else begin
    if (spi_start && spi_busy) spi_start <= 0;
    if (enable) begin
      case (address[7:1])
        5'h0: data_out <= buttons;
        5'h1: data_out <= spi_tx_buffer;
        5'h2: data_out <= spi_rx_buffer;
        5'h3: data_out <= { 5'b00000, spi_width_16, 1'b0, spi_busy };
        5'h8: data_out <= ioport_a;
        5'ha: data_out <= ioport_b;
        default: data_out <= 0;
      endcase
    end
  end
end
spi spi_0
(
  .raw_clk  (raw_clk),
  .start    (spi_start),
  .width_16 (spi_width_16),
  .data_tx  (spi_tx_buffer),
  .data_rx  (spi_rx_buffer),
  .busy     (spi_busy),
  .sclk     (spi_clk),
  .mosi     (spi_mosi),
  .miso     (spi_miso)
);
endmodule
module spi
(
  input  raw_clk,
  input  start,
  input  width_16,
  input  [15:0] data_tx,
  output [7:0] data_rx,
  output busy,
  output reg sclk,
  output reg mosi,
  input  miso
);
reg [1:0] state = 0;
reg [7:0] rx_buffer;
reg [15:0] tx_buffer;
reg [4:0] count;
assign data_rx = rx_buffer;
assign busy = state != STATE_IDLE;
parameter STATE_IDLE    = 0;
parameter STATE_CLOCK_0 = 1;
parameter STATE_CLOCK_1 = 2;
parameter STATE_LAST    = 3;
always @(posedge raw_clk) begin
  case (state)
    STATE_IDLE:
      begin
        if (start) begin
          if (width_16)
            tx_buffer <= data_tx;
          else
            tx_buffer[15:8] <= data_tx[7:0];
          state <= STATE_CLOCK_0;
          count <= 0;
        end else begin
          mosi <= 0;
        end
      end
    STATE_CLOCK_0:
      begin
        sclk <= 0;
        if (count != 0) rx_buffer <= { rx_buffer[6:0], miso };
        tx_buffer <= tx_buffer << 1;
        mosi <= tx_buffer[15];
        count <= count + 1;
        state <= STATE_CLOCK_1;
      end
    STATE_CLOCK_1:
      begin
        sclk <= 1;
        if (width_16 == 0 && count[3]) begin
          state <= STATE_LAST;
        end else if (width_16 == 1 && count[4]) begin
          state <= STATE_LAST;
        end else begin
          state <= STATE_CLOCK_0;
        end
      end
    STATE_LAST:
      begin
        sclk <= 0;
        rx_buffer <= { rx_buffer[6:0], miso };
        state <= STATE_IDLE;
      end
  endcase
end
endmodule
```
`design/flow/run.sh`:
```
#!/bin/bash
# OpenROAD 26Q1-2900-gdf79404cd8, Yosys 0.63+post, stock flow scripts
make -C /OpenROAD-flow-scripts/flow DESIGN_CONFIG=/design/flow/config.mk WORK_HOME=/design/flow/orfs finish
```
==> reports/qor.txt <==
Core Footprint: 18800 sq um
Setup Slack @ Placement: 0.537 ns
Post-synth ARST share: 0%
synthesized area: 5760 sq um
yosys stat chip area: 5760 sq um
HPWL Detailed: 9220 um
vias in the first global route: 4133
CTS Root Buffer Type: clkbuf_16
CTS tree: yes
post-CTS setup buffer count: 0
Final Slew Violations: 0
cts repair resizes: 0
Worst setup startpoint: data_in[1]
Slowest-stage cell, CP: a2111oi_0
ys flop type: edfxtp_1
Static Leakage: 2.71 nW
ys cells: 518
CP cell instances: clkdlybuf4s50_1 > inv_1 > ha_1 > nor2b_1 > nor4_1 > a2111oi_0 > o21ai_0 > a22o_1
clk latency of the worst-skew pair: 0.41 ns
Power Dens Cells: 510 nW/um^2
Worst path depth: 8
# setup viols final: 0
Via Count: 4112
CTS Sinks: 118
synthesized instance count: 518
max_cap viols: 0
floorplan-stage core utilization: 30.7%
FP Rows: 50
CTS Hold Buffers Added: 0
Commonest Layout Cell: edfxtp_1
FILL cells: 1756
layout cells sized above 1: 10.9%
crit end category: flip-flop
Synth cell types: 57
number of synthesis warnings: 2
GPL Wtd Cong: 0.880
largest net degree at the start of global routing: 31
DRT antenna net count: 0
CTS Buf Count: 17
Worst Path Required: 4.31 ns
Avg Cell Area, Syn: 11.1 sq um
DRC viols: 0
Hold Crit Start: spi_0.rx_buffer[5]
Starting DRT DRC Count: 244
worst-path fanout max: 10
number of port buffers: 52
EDFF count, synth: 84
fin area: 7140 sq um
tool warnings: 38
Fin. Hold Viols: 0
most frequent cells in the layout: edfxtp_1, clkdlybuf4s50_1, nand2_1, nor2_1, dfxtp_1
Longest Clk Path Bufs: 2
setup ws final: 0.952 ns
post-layout period usage of the worst path: 76.2%
P&R area growth vs syn: 23.9%
fmax: 328 MHz
post-route non-filler standard cell count: 823
grt total ovfl: 0
Worst Hold Class: reg2reg
DP Area: 6560 sq um
arrival time worst endpoint: 3.36 ns
die height: 141 um
Crit Path Class: in2reg
DP Cell Count: 791
clk_skew: 0.0107 ns
delay-heaviest family, CP: AND-OR/OR-AND gates
# IOs: 55
H-tree Lvls: 4
vias per inst: 5.00
hold path cells: 0
Seq share, synth: 55.6%
Synth flops: 118
RSZ-0062 raised after global routing: false
reg2reg path depth: 5
Pre-antenna DRT Iters: 4
Die Size: 19800 sq um
status: complete, no violations
clock transition at the registers of the reported paths: 0.06 ns
startpoint types: primary input
Antenna diodes: 0
global-route wire length before repair: 21300 um
initial antenna violation count: 0
setup TNS: 0 ns
post-layout min period: 3.05 ns
reg2reg start: speaker_value_curr[4]
die span in x: 141 um
slew margin rel.: 45.4%
Util after Layout: 38.0%
peak supply drop: 0.294 mV
Tot GR Track Use: 14.1%
Worst Path Buf+Inv: 2
DRT Wirelength: 12900 um
slowest stage delay, CP: 0.56 ns
drt wl/cell: 15.7 um
Tightest Pin Transition: 0.816 ns
## cell families (layout without fill, tap and decap cells)
logic type      count (synthesis)  after routing  share of synthesized area (%)
xor+xnor                       33             33                           5.02
compound gates                101            101                           11.5
simple gates                  177            177                           15.7
flops                         118            118                           55.6
fa+ha+maj                      15             15                           3.26
mux                            24             24                           5.28
buf+inv                        50            121                           3.63
## final cells by class
cell class	count	area (sq um)	share of cell area (%)
inverter	22	82.6	1.16
tap	234	293	4.10
timing repair buffer	67	633	8.87
clock buffer	20	489	6.85
multi-input combinational	350	2350	32.9
clock inverter	12	88.8	1.24
sequential	118	3200	44.9
## stage by stage
stage | hold WS (ns) | total power [mW]
final | 0.456 | 3.64
after global routing | 0.464 | 3.82
after floorplan | 0.421 | 2.02
after global placement | 0.431 | 2.21
after CTS | 0.457 | 3.67
after detailed placement | 0.436 | 2.22
## power breakdown
part	internal [mW]	leakage, nW	switching, mW
combinational	0.205	1.34	0.327
sequential	1.59	1.08	0.0927
clock	0.887	0.288	0.546
total	2.68	2.71	0.965
## synthesized netlist by cell type, types with 5 or more instances
| cell type | n | area, sq um |
|---|---|---|
| and3_1 | 11 | 68.8 |
| nand2_1 | 47 | 176 |
| xor2_1 | 27 | 236 |
| mux2i_1 | 18 | 180 |
| nand2b_1 | 7 | 43.8 |
| edfxtp_1 | 84 | 2520 |
| mux4_2 | 5 | 113 |
| o21ai_0 | 22 | 110 |
| buf_2 | 5 | 25.0 |
| dfxtp_1 | 34 | 681 |
| a21oi_1 | 25 | 125 |
| a22o_1 | 6 | 52.6 |
| and2_1 | 6 | 37.5 |
| nand3_1 | 15 | 75.1 |
| clkbuf_1 | 18 | 67.6 |
| nor4_1 | 12 | 75.1 |
| xnor2_1 | 6 | 52.6 |
| nor2b_1 | 8 | 50.1 |
| nor2_1 | 44 | 165 |
| ha_1 | 15 | 188 |
| nor3_1 | 6 | 30.0 |
| a22oi_1 | 13 | 97.6 |
| o22ai_1 | 9 | 56.3 |
| inv_1 | 21 | 78.8 |
## state kept, by name, summed over array words and instances, names as in the netlist, 2 cells and up
| register | count |
|---|---|
| speaker_value_curr | 16 |
| spi_0.rx_buffer | 8 |
| spi_0.tx_buffer | 16 |
| spi_0.count | 5 |
| data_out | 16 |
| speaker_value_high | 16 |
| ioport_a | 8 |
| spi_tx_buffer | 16 |
| spi_0.state | 2 |
| ioport_b | 8 |
## metal layers
metal / share of wire, % / routed length [um] / GRT usage [%]
met5: 0 / 0 / 0
met4: 0.29 / 38 / 1.54
met3: 5.7 / 742 / 4.67
met2: 47 / 6120 / 22.6
met1: 47 / 6030 / 20.1
## worst paths after layout
kind | to | slack, ns
worst max-delay path | speaker_value_high[2] | 0.95
worst min-delay path | spi_0.rx_buffer[6] | 0.46
worst max register to register | speaker_value_curr[11] | 2.09
worst min register to register | spi_0.rx_buffer[6] | 0.46
No activity file was given, so power comes from the tool's default toggle rates.

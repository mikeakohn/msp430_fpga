--- ./design.v ---
module eeprom
(
  input [10:0] address,
  input  strobe,
  input  raw_clk,
  output reg eeprom_cs,
  output reg eeprom_clk,
  output reg eeprom_di,
  input  eeprom_do,
  output ready,
  output reg [7:0] data_out
);
reg [2:0] delay = 0;
reg [13:0] command;
reg [3:0] count;
parameter STATE_IDLE           = 0;
parameter STATE_SEND_ADDRESS_0 = 1;
parameter STATE_SEND_ADDRESS_1 = 2;
parameter STATE_READ_START     = 3;
parameter STATE_READ_DATA_0    = 4;
parameter STATE_READ_DATA_1    = 5;
parameter STATE_FINISH         = 6;
reg [2:0] state = STATE_FINISH;
assign ready = state == STATE_IDLE;
always @(posedge raw_clk) begin
  case (state)
    STATE_IDLE:
      begin
        if (strobe) begin
          command[13:11] <= 3'b110;
          command[10:0] <= address;
          count <= 14;
          eeprom_cs <= 1;
          state <= STATE_SEND_ADDRESS_0;
        end else begin
          eeprom_cs <= 0;
          eeprom_di <= 0;
          eeprom_clk <= 0;
        end
      end
    STATE_SEND_ADDRESS_0:
      begin
        case (delay)
          0:
            begin
              count <= count - 1;
              eeprom_di <= command[13];
              command[13:1] <= command[12:0];
              eeprom_clk <= 0;
            end
          7:
            state <= STATE_SEND_ADDRESS_1;
        endcase
        delay <= delay + 1;
      end
    STATE_SEND_ADDRESS_1:
      begin
        eeprom_clk <= 1;
        if (delay == 7) begin
          if (count == 0) begin
            state <= STATE_READ_START;
          end else begin
            state <= STATE_SEND_ADDRESS_0;
          end
        end
        delay <= delay + 1;
      end
    STATE_READ_START:
      begin
        eeprom_clk <= 0;
        eeprom_di <= 0;
        count <= 8;
        state <= STATE_READ_DATA_0;
      end
    STATE_READ_DATA_0:
      begin
        case (delay)
          1:
            begin
              count <= count - 1;
              data_out[7:1] <= data_out[6:0];
              eeprom_clk <= 1;
            end
          7:
            state <= STATE_READ_DATA_1;
        endcase
        delay <= delay + 1;
      end
    STATE_READ_DATA_1:
      begin
        eeprom_clk <= 0;
        case (delay)
          0:
            data_out[0] <= eeprom_do;
          7:
            begin
              if (count == 0) begin
                state <= STATE_FINISH;
              end else begin
                state <= STATE_READ_DATA_0;
              end
            end
        endcase
        delay <= delay + 1;
      end
    STATE_FINISH:
      begin
        eeprom_cs <= 0;
        eeprom_di <= 0;
        state <= STATE_IDLE;
      end
  endcase
end
endmodule
--- ./run.sh ---
#!/bin/bash
# OpenROAD 26Q1-2900-gdf79404cd8, Yosys 0.63+post, stock flow scripts
make -C /OpenROAD-flow-scripts/flow DESIGN_CONFIG=/design/flow/config.mk WORK_HOME=/design/flow/orfs finish
--- ./config.mk ---
export PLATFORM = sky130hd
export DESIGN_NAME = eeprom
export DESIGN_NICKNAME = eeprom
export VERILOG_FILES = /design/flow/design.v
export SDC_FILE = /design/flow/constraint.sdc
export NUM_CORES = 4
export LEC_CHECK = 1
export CORE_UTILIZATION = 30
--- ./constraint.sdc ---
current_design eeprom

set clk_period 3.8
set clk_io_pct 0.2

create_clock -name clk0 -period $clk_period [get_ports {raw_clk}]

set non_clock_inputs [all_inputs -no_clocks]
set_input_delay [expr $clk_period * $clk_io_pct] -clock clk0 $non_clock_inputs
set_output_delay [expr $clk_period * $clk_io_pct] -clock clk0 [all_outputs]
==> results_tabular.tex <==
% Table of physical implementation metrics
\begin{tabular}{lr}
\hline
Metric & Value \\
\hline
\multicolumn{2}{l}{\textbf{Yosys}} \\
Flops after synth & 35 \\
Synthesized area per cell & 14.1 sq um \\
Cell count after synthesis & 120 \\
Post-synthesis sequential area ratio & 61.9\% \\
Number of cells in Yosys stat & 120 \\
Post-Syn Area & 1700 sq um \\
Distinct cells, synth & 34 \\
Synthesis area per yosys & 1700 sq um \\
Synthesis Warnings & 1 \\
\multicolumn{2}{l}{\textbf{Status}} \\
Run status & finished, final reports clean \\
\multicolumn{2}{l}{\textbf{GRT}} \\
Number of antenna violations at the first check in global routing & 0 \\
Number of global-route vias before repair & 962 \\
GR Overflow Total & 0 \\
Maximum number of pins on one net before global-route repair & 23 \\
Wire length of the first global-routing pass & 4550 microns \\
Total track usage & 10.3\% \\
\multicolumn{2}{l}{\textbf{Die}} \\
Initial Utilization & 31.0\% \\
Core footprint & 5470 sq um \\
Chip footprint & 5960 sq um \\
IO Count & 26 \\
Die width & 77.2 microns \\
Placement row count & 27 \\
Chip height & 77.2 microns \\
\multicolumn{2}{l}{\textbf{Setup path}} \\
Critical Path End Type & output pin \\
Data arrival time of the worst path & 1.73 ns \\
Cell type of the slowest stage on the worst timing path & edfxtp\_1 \\
Capture point of the worst path & ready \\
Gate family responsible for the most delay along the worst path & flip-flops \\
Reg2reg path depth & 3 \\
Critical Path Source Type & register \\
WP depth & 2 \\
Critical Path Fanout Max & 17 \\
Buffers and inverters on the worst path & 1 \\
Setup slack of the most critical reg-to-reg path & 2.00 ns \\
Largest incremental delay on the critical path & 0.68 ns \\
Start-to-end type of the worst setup path & reg2out \\
Launch point of the critical path & state[0] \\
Cell-by-cell trace of the critical path & nor3\_1 -> clkdlybuf4s50\_1 \\
Endpoint of the most critical register-to-register path & command[5] \\
Crit path required time & 3.04 ns \\
Launching point of the worst reg2reg path & state[0] \\
\multicolumn{2}{l}{\textbf{Routing}} \\
Post-route antenna net violation count & 0 \\
Violation count after the first detailed-routing iteration & 31 \\
Count of inserted antenna diode cells & 0 \\
DRC viols & 0 \\
Via density per instance & 4.51 \\
Number of search-and-repair iterations in the first detailed-routing pass & 2 \\
Avg WL per Cell & 12.1 microns \\
Aggregate routed wire length & 2680 microns \\
Via count of the routed design & 996 \\
\multicolumn{2}{l}{\textbf{Clock network}} \\
Number of buffers inserted by post-CTS setup repair & 0 \\
Clock sinks & 35 \\
Clk\_lat worst skew & 0.29 ns \\
Hold buffer count at CTS & 0 \\
CTS H-tree lvls & 2 \\
Num CTS Buffers & 5 \\
CTS tree & done \\
Clock-pin slew on the worst setup and hold paths & 0.08 ns \\
Max clock buf depth & 2 \\
Cell chosen for the clock root & clkbuf\_8 \\
Post-cts gate resize count & 0 \\
\multicolumn{2}{l}{\textbf{Placed design}} \\
IO buf count & 25 \\
Number of cells in the design after placement & 213 \\
Post-DP HPWL & 1940 microns \\
Global placement routability congestion & 0.795 \\
\multicolumn{2}{l}{\textbf{Final timing}} \\
Hold Fails Final Rpt & 0 \\
Final setup violation count & 0 \\
Final Slew Violations & 0 \\
Worst-case clock skew & 0.00908 ns \\
Maximum operating frequency & 402 MHz \\
Relative slew slack & 54.0\% \\
Worst-Margin Slew & 0.690 ns \\
Unrepaired setup endpoints after global routing & no \\
Final-layout setup total negative slack & 0 ns \\
Final critical path time including I/O delays and setup & 2.49 ns \\
Final worst path period share & 65.4\% \\
\multicolumn{2}{l}{\textbf{Pwr}} \\
Worst supply voltage drop on vdd & 0.475 mV \\
Power after layout & 1.54 mW \\
Leakage power total & 0.753 nW \\
Power Density & 732 nW/um\^{}2 \\
\multicolumn{2}{l}{\textbf{Final layout}} \\
Layout cell share with drive strength beyond 1 & 15.4\% \\
Synth-to-Final Area Change & 23.6\% \\
Final std cells w/o fill & 221 \\
\multicolumn{2}{l}{\textbf{Flow run}} \\
Total of max-cap violations & 0 \\
Total number of warnings across the stage logs & 28 \\
\multicolumn{2}{l}{\textbf{Worst hold path}} \\
Type of the worst min-delay path & reg2reg \\
\hline
\end{tabular}
## layout make-up
class / count / area (sq um)
flip-flops and latches: 35 / 1050
repair buffers: 27 / 265
fillers: 527 / 3370
clock inverters: 3 / 20.0
clock buffers: 5 / 68.8
well taps: 72 / 90.1
multi-input cells: 71 / 573
inverters: 8 / 30.0
## synthesized netlist by cell type, drive strengths merged
cell,count,area (sq um)
a2bb2oi,2,17.5
nand3,1,5.00
nor3,3,15.0
nor4,1,21.3
ha,6,75.1
o21bai,1,7.51
inv,8,30.0
and2,1,6.26
edfxtp,35,1050
o211ai,1,7.51
and3,3,18.8
xnor2,4,35.0
o21ai,2,10.0
nor2b,4,25.0
nand3b,1,7.51
a22o,1,8.76
o21a,1,7.51
mux2,10,113
nand2,6,22.5
a21oi,3,15.0
nor2,8,46.3
mux2i,4,40.0
a22oi,1,7.51
or3,2,12.5
xor2,1,8.76
nand2b,2,20.0
buf,6,43.8
nor3b,2,20.0
## through the flow
step	instance area, sq um	util, %	setup WS [ns]	hold slack (ns)
after floorplan	1700	-	1.57	0.400
final	2100	38.3	1.31	0.457
after CTS	2100	38.3	1.31	0.463
after global placement	2010	36.7	1.64	0.439
after global routing	2100	38.3	1.17	0.478
after detailed placement	2010	36.7	1.61	0.445
## cells in the final DEF (no fill, tap or decap), types with 3 or more instances in the layout
| cell | n |
|---|---|
| ha_1 | 6 |
| and3_1 | 3 |
| mux2_2 | 9 |
| xnor2_1 | 4 |
| mux2i_1 | 4 |
| nand2_1 | 6 |
| nor3_1 | 3 |
| clkbuf_8 | 5 |
| inv_1 | 8 |
| nor2_1 | 7 |
| nor2b_1 | 4 |
| clkdlybuf4s50_1 | 25 |
| a21oi_1 | 3 |
| edfxtp_1 | 35 |
## cell families (layout without fill, tap and decap cells)
kind of cell             Yosys count  count (layout)  share of synthesized area, %
buffers and inverters             14              43                          4.35
XOR/XNOR                           5               5                          2.58
AND/OR/NAND/NOR                   34              34                          13.0
flip-flops                        35              35                          61.9
adder cells (fa/ha/maj)            6               6                          4.42
multiplexers                      14              14                          8.99
AND-OR/OR-AND                     12              12                          4.79
## sequential cells by signal, summed over array words and instances (netlist names)
name        flops
count           4
delay           3
eeprom_cs       1
state           3
data_out        8
command        14
eeprom_di       1
eeprom_clk      1
## metal layers
| layer | wire, microns | track usage (%) |
|---|---|---|
| met1 | 1330 | 16.8 |
| met2 | 1110 | 13.5 |
| met3 | 192 | 4.84 |
| met4 | 42 | 1.32 |
| met5 | 0 | 0 |
## power by group
group / leakage, nW / total [mW] / internal, mW / switching, mW
registers: 0.321 / 0.706 / 0.611 / 0.0953
logic: 0.391 / 0.568 / 0.276 / 0.292
clock network: 0.0402 / 0.262 / 0.127 / 0.134
total: 0.753 / 1.54 / 1.01 / 0.522
## how the worst min path moves through the flow
stage          startpoint           to  slack, ns  depth (start not counted)
CTS           data_out[5]  data_out[6]       0.46                          0
global route  data_out[2]  data_out[3]       0.48                          0
finish        data_out[2]  data_out[3]       0.46                          0
Power and IR drop assume default switching activity.
